## flow/config.mk

```make
export PLATFORM = sky130hd
export DESIGN_NAME = io_pulse_gen
export DESIGN_NICKNAME = io_pulse_gen
export VERILOG_FILES = /design/flow/design.v
export SDC_FILE = /design/flow/constraint.sdc
export NUM_CORES = 4
export LEC_CHECK = 1
export CORE_UTILIZATION = 40
```

## flow/constraint.sdc

```tcl
current_design io_pulse_gen

set clk_period 3.1
set clk_io_pct 0.2

create_clock -name clk0 -period $clk_period [get_ports {clk}]

set non_clock_inputs [all_inputs -no_clocks]
set_input_delay [expr $clk_period * $clk_io_pct] -clock clk0 $non_clock_inputs
set_output_delay [expr $clk_period * $clk_io_pct] -clock clk0 [all_outputs]
```

## flow/design.v

```verilog
module io_pulse_gen (clk, buttons, button_pulse);
	input logic clk;
	input logic [3:0] buttons;
	output logic [3:0] button_pulse;
	logic [3:0] b1, b2;
	always_ff @(posedge clk) begin
		b1 <= buttons;
		b2 <= b1;
	end
	logic [12:0] counter0, counter1, counter2, counter3;
	logic wasOn0, wasOn1, wasOn2, wasOn3;
	always_ff@(posedge clk) begin
		case(b2[0])
			0: begin counter0 <= 0; wasOn0 <= 0; end
			1: counter0 <= counter0 + 1;
		endcase
		case(b2[1])
			0: begin counter1 <= 0; wasOn1 <= 0; end
			1: counter1 <= counter1 + 1;
		endcase
		case(b2[2])
			0: begin counter2 <= 0; wasOn2 <= 0; end
			1: counter2 <= counter2 + 1;
		endcase
		case(b2[3])
			0: begin counter3 <= 0; wasOn3 <= 0; end
			1: counter3 <= counter3 + 1;
		endcase
		if (counter0 ==1) begin
			wasOn0 <= 1;
		end
		if (counter1 ==1) begin
			wasOn1 <= 1;
		end
		if (counter2 ==1) begin
			wasOn2 <= 1;
		end
		if (counter3 ==1) begin
			wasOn3 <= 1;
		end
	end
	assign button_pulse = {~wasOn3 & counter3==1, ~wasOn2 & counter2==1, ~wasOn1 & counter1==1, ~wasOn0 & counter0==1};
endmodule  
```

## flow/run.sh

```bash
#!/bin/bash
# OpenROAD 26Q1-2900-gdf79404cd8, Yosys 0.63+post, stock flow scripts
make -C /OpenROAD-flow-scripts/flow DESIGN_CONFIG=/design/flow/config.mk WORK_HOME=/design/flow/orfs finish
```

==> flow_summary.ini <==
; flow metrics
[synth]
syn_area_per_cell_sq_um = 8.91
synthAoiAreaFrac_pct = 11.6
yosys-mux-area-fraction_pct = 2.30
fa_ha_area_share_pct = 3.84
synth_flop_count = 64
yosys-dominant-comb-family = simple AND/OR/NAND/NOR gates
yosys_cells = 293
ys_area_sq_um = 2610
yosys.cell_types.count = 23
synth-xor-area-share_pct = 4.03
ys_sh_simple_pct = 25.7
syn-cell-area_sq_um = 2610
syn_inst = 293
ys_seq_share_pct = 49.1
ys_warn_count = 1

[final_layout]
stdcell_count = 390
drive_gt1_share_pct = 5.43
seq_area_sq_um = 1280
syn_to_final_growth_pct = 13.8
nFillCells = 605
comb_area_sq_um = 1240

[grt]
first_global_vias = 1736
antenna_found_initial = 0
track_usage_pct = 14.3
gr-total-overflow = 0
grt_max_degree = 14
grt_pass1_wl_mm = 7.58

[setup_path]
worstPathRequired_ns = 2.48
path_delay_family = simple AND/OR/NAND/NOR gates
r2r_cells = 4
path_cells = ha_1, nor4b_1, nand3_1, nor2_1, clkdlybuf4s50_1
r2r_start = counter2[0]
crit_fanout = 5
path_class = register to output pin
critPathLaunchType = register
regToRegSetupSlack_ns = 1.45
cp-end-kind = output pin
critical_path.slowest_cell = clkdlybuf4s50_1
critPathArrivalTime_ns = 1.86
cpPeakStageDelay_ns = 0.46
r2r_end = counter2[8]
crit_buf_inv = 1

[clocking]
clock_sinks = 64
ctsResizeCount = 0
cts_root_buffer = clkbuf_8
cts_made_buffers = 9
cts_tree = done
post-cts-setup-buffer-count = 0
clock_latency_ns = 0.33
path_clk_slew_ns = 0.07
ctsHoldBuffers = 0
htree_levels = 3
clock_path_buffers = 2

[hold_path]
min-delay-start = b1[0]
hold_path_class = register to register
min_to = b2[0]
min_path_cells = 0

[sta]
slew_headroom_pct = 71.4
tns_ns = 0
maxSlewViolCount = 0
finalCritPeriodShare_pct = 80.1
rsz0062_at_grt = no
worst_pin_slew_ns = 0.429
finalHoldViolCount = 0
period_needed_ns = 2.48
clock_skew_ns = 0.0105
finalSetupViolCount = 0
fmax_mhz = 403

[run_status]
outcome = finished clean

[drt]
num_vias = 2081
final_antenna_net_count = 0
wire_per_inst_microns = 11.5
drtIter0Drc = 142
drt_drc_violations_left = 0
first_pass_iters = 4
vias_per_cell = 5.34
wl_mm = 4.50
antenna-diode-count = 0

[job]
warning_count = 29
cap_violations = 0

[place]
numPortBuffers = 8
placedCellCount = 374
dp_hpwl_mm = 2.98
finalWeightedCongestion = 0.772

[floorplanning]
rows = 29
die_height_microns = 82.8
fp.dieW_microns = 82.8
chip_area_sq_um = 6850
initCoreUtil_pct = 41.3
io_pins = 9
coreArea_sq_um = 6310

[power_and_ir_drop]
leakagePower_nw = 0.985
p_total_mw = 1.64
peakVddDrop_v = 0.000347
power.density_nw_per_um2 = 553
==> power by group <==
group	internal, mW	switching, mW	leakage [nW]	total [mW]
clock	0.392	0.308	0.0993	0.699
sequential	0.850	0.0243	0.522	0.875
combinational	0.0361	0.0326	0.363	0.0687
==> final cells by class <==
type,count,share of cell area [%]
flip-flops and latches,64,43.2
multi-input cells,205,41.7
clock buffers,11,4.76
well taps,77,3.24
repair buffers,8,2.70
inverters,20,2.53
clock inverters,5,1.90
==> synth_stat cells, drive strengths merged <==
cell     n  area [sq um]
dfxtp   64          1280
nand2   30           113
a21oi   25           125
nor2    24          90.1
inv     19          71.3
nand3   15          75.1
nor4    14          87.6
o31ai   14           105
or4     14           105
nand4   12          75.1
o21ai   11          55.1
or3     11          71.3
ha       8           100
xnor2    7          61.3
mux2i    6          60.1
xor2     5          43.8
clkbuf   4          15.0
nor4b    4          35.0
nand2b   3          18.8
clkinv   1          3.75
o311ai   1          8.76
o41ai    1          8.76
==> registers in the layout (all words and copies together) (netlist names) <==
signal and count:
b1 4, b2 4, counter0 13, counter1 13, counter2 13, counter3 13
wasOn0 1, wasOn1 1, wasOn2 1, wasOn3 1
==> cells by family after synthesis <==
family                   Yosys count
AND-OR/OR-AND                     52
XOR/XNOR                          12
adder cells (fa/ha/maj)            8
buffers and inverters             24
flip-flops                        64
multiplexers                       6
AND/OR/NAND/NOR                  127
==> metrics by stage <==
| stage | util (%) | hold slack [ns] | cell area [sq um] | setup WS (ns) |
|---|---|---|---|---|
| finish | 47.0 | 0.321 | 2970 | 0.616 |
| global route | 47.0 | 0.326 | 2970 | 0.507 |
| CTS | 47.0 | 0.326 | 2970 | 0.592 |
| detailed placement | 43.9 | 0.314 | 2770 | 0.977 |
| global placement | 43.9 | 0.311 | 2770 | 1.02 |
| floorplan | - | 0.310 | 2610 | 1.59 |
==> routing by layer <==
metal | wire, microns | part of all wire [%] | GRT usage (%) | vias to the layer above
li1 | - | - | - | 1097
met1 | 2420 | 54 | 22.9 | 950
met2 | 1850 | 41 | 21.0 | 27
met3 | 145 | 3.2 | 2.55 | 7
met4 | 79 | 1.8 | 2.93 | 0
met5 | 0 | 0 | 0 | -
==> cell usage in the layout, fill, tap and decap left out <==
cell / count
xor2_1: 5
nand2b_1: 3
a21oi_1: 25
nor2_1: 24
o41ai_1: 1
bufinv_16: 1
clkbuf_8: 10
clkbuf_1: 1
o21ai_0: 11
nand2_1: 30
or3_2: 2
inv_1: 19
clkdlybuf4s50_1: 8
xnor2_1: 7
or4_1: 14
clkinv_1: 1
o311ai_0: 1
ha_1: 8
o31ai_1: 14
clkinv_4: 1
or3_1: 9
clkinvlp_4: 1
nor4b_1: 4
mux2i_1: 6
nand3_1: 15
dfxtp_1: 64
clkinv_2: 2
nor4_1: 14
nand4_1: 12
==> worst max path at each step <==
stage	start	end	slack, ns	depth (start not counted)
after CTS	counter0[0]	button_pulse[0]	0.59	5
after global routing	counter2[0]	button_pulse[2]	0.51	5
final	counter0[0]	button_pulse[0]	0.62	5
No activity file was given, so power comes from the tool's default toggle rates.
